$ cat config.mk
export PLATFORM = sky130hd
export DESIGN_NAME = apexRegister_avalon_interface
export DESIGN_NICKNAME = apexRegister_avalon_interface
export VERILOG_FILES = /design/flow/design.v
export SDC_FILE = /design/flow/constraint.sdc
export NUM_CORES = 4
export LEC_CHECK = 1
export CORE_UTILIZATION = 30
$ cat constraint.sdc
current_design apexRegister_avalon_interface

set clk_period 2.3
set clk_io_pct 0.2

create_clock -name clk0 -period $clk_period [get_ports {clk}]

set non_clock_inputs [all_inputs -no_clocks]
set_input_delay [expr $clk_period * $clk_io_pct] -clock clk0 $non_clock_inputs
set_output_delay [expr $clk_period * $clk_io_pct] -clock clk0 [all_outputs]
$ cat design.v
module apexRegister_avalon_interface (
	 input clk,
	 input rst_n,
	 input read,
	 input write,
	 input chipSelect,
	 input [7:0] address,
	 input [31:0] writedata,
	 output [31:0] readdata,
    output reg [31:0] Q
);
wire [31:1] register_1;
wire [31:1] register_2;
wire [31:1] register_3;
registerCell R1(
    .registerEnable (address == 8'd1),
    .clk(clk),
	 .rst_n(rst_n),
	 .D (writedata),
	 .Q (register_1)
);
registerCell R2(
    .registerEnable (address == 8'd2),
    .clk(clk),
	 .rst_n(rst_n),
	 .D (writedata),
	 .Q (register_2)
);
registerCell R3(
    .registerEnable (address == 8'd3),
    .clk(clk),
	 .rst_n(rst_n),
	 .D (writedata),
	 .Q (register_3)
);
always @(posedge clk) begin
    case (address) 
	 8'd1: Q <= register_1;
	 8'd2: Q <= register_2;
	 8'd3: Q <= register_3;
    default: Q <= Q;
	 endcase
end
assign readdata = Q;
endmodule
module registerCell(
      input registerEnable,
      input clk,
	   input rst_n,
		input [31:0] D,
		output reg [31:0] Q
);
always @ (negedge clk, negedge rst_n) begin
     if (!rst_n) begin
         Q <= 32'd0;
	  end else if (registerEnable) begin
	      Q <= D;
	  end	else begin
	      Q <= Q;
	end 
end
endmodule
$ cat run.sh
#!/bin/bash
# OpenROAD 26Q1-2900-gdf79404cd8, Yosys 0.63+post, stock flow scripts
make -C /OpenROAD-flow-scripts/flow DESIGN_CONFIG=/design/flow/config.mk WORK_HOME=/design/flow/orfs finish
==> summary.rpt <==
PHYSICAL IMPLEMENTATION REPORT
----------------------------------------------------
[Outcome]
  Outcome ........................ complete, but fails checks
  Violations in the final reports ........................ setup timing

[Detailed routing]
  Sum of routed wire length over all layers ........................ between 10000 and 15000 um
  Number of violations reported at the end of detailed-routing iteration 0 ........................ about 83
  Antenna Violating Nets Remaining ........................ 0
  Vias after detailed routing ........................ 3070
  Initial DRT Pass Iterations ........................ 4
  Detailed-route vias per instance ........................ roughly 4.5
  Remaining routing DRC violations ........................ 0
  Routed wire length per instance ........................ 17.6 um
  Number of inserted diodes ........................ 0

[Clock tree]
  Later-pin clock latency in the skew report ........................ 0.41 ns
  Post-cts hold buffer count ........................ 0
  CTS Buf Count ........................ 17
  Library cell used as clock root buffer ........................ clkbuf_16
  TritonCTS clock tree ........................ yes
  CTS sink count ........................ 124
  H-tree levels ........................ 4
  Maximum buffer depth of the clock tree ........................ 2
  Clk slew on worst S/H paths ........................ 0.04 ns

[Place]
  Routability congestion estimate from global placement ........................ 0.692
  Post-DP HPWL ........................ 6590 um
  Tally of buffers added on design ports ........................ 102
  Worst Setup Slack post-DPL ........................ -1.03 ns
  Placed insts ........................ 628
  Post-placement cell area ........................ between 0.006 and 0.007 mm2

[Final timing]
  Final Slew Violations ........................ 0
  Total negative slack for setup checks ........................ -37.67 ns
  Clk_skew ........................ 0.0269 ns
  Number of hold violations in the final report ........................ 0
  Finish-stage setup viols ........................ 93
  Worst hold slack ........................ around 0.45 ns
  Unrepaired setup endpoints after global routing ........................ true
  Final WS setup ........................ -0.488 ns

[Power]
  Static Leak ........................ 3.44 nW
  Total chip power ........................ approximately 5.3 mW
  Pwr Density ........................ 713 mW/mm2
  Worst IR Drop VDD ........................ around 0.46 mV

[Global routing]
  Vias in the first global route ........................ about 3.4k
  GRT overflow ........................ 0
  GR Layer Usage met1 ........................ 20.7%
  Met3 Use GR ........................ 2.81%
  Pin count of the biggest net entering global routing ........................ 41
  GR Layer Usage met2 ........................ 23.7%
  Total routing usage reported by global routing ........................ 14.3%
  Routing layer with the top usage in global route ........................ met2
  Antenna violations before repair ........................ 0
  First-pass GRT wire length ........................ about 19000 um

[Worst hold path]
  Endpoint, Worst Hold ........................ R3.Q[18]
  Type of the most critical hold path ........................ reg -> reg
  Cell depth of the worst min-delay path ........................ 1
  Worst Min Path Start ........................ R3.Q[18]

[Logic synthesis]
  Cells after Synth ........................ 336
  Proportion of synthesized chip area in sequential cells ........................ between 60% and 70%
  Number of distinct standard cells referenced by the synthesized netlist ........................ 14
  Count of synthesis-stage warnings from yosys ........................ 5
  Register bit total from synthesis ........................ 124
  Netlist Area Pre-Place ........................ 0.00540 mm2
  Ys cells ........................ 336
  Summed standard-cell area reported by yosys ........................ 0.00540 mm2
  Synthesized area per cell ........................ 16.1 um2

[Worst setup path]
  Worst r2r dst ........................ Q[9]
  Category of the worst setup path launch point ........................ input pin
  Critical path class ........................ in -> reg
  CP required ........................ 1.37 ns
  Crit path arrival time ........................ 1.86 ns
  Endpoint class of the critical path ........................ flip-flop
  Cell depth of the worst flop-to-flop path ........................ 2
  Slack of the worst reg-to-reg path ........................ 0.04 ns
  Largest fanout of any net on the critical path ........................ 8
  Startpoint of the most critical register-to-register path ........................ R3.Q[9]

[Die]
  Ports ........................ about 110
  Initial standard-cell utilization of the core ........................ 31.0%
  Overall die area ........................ between 0.015 and 0.02 mm2
  Cell Rows ........................ 48
  Die Wd ........................ ~140 um
  Die Ht ........................ 136 um
  Placeable core region ........................ 0.0174 mm2

[Cells and area]
  Area added between synthesis and finish ........................ 38.9%
  Post-route design area ........................ 0.00749 mm2
  Fraction of the core area covered by cells at the end of the flow ........................ 43.0%
  Share of layout cells above drive strength 1 ........................ 48.9%
  Final standard cell count with taps included and fillers excluded ........................ 681

[Flow run]
  Max-cap violations ........................ 0
  Tool warnings ........................ 32

----------------------------------------------------
## cell usage after synthesis, drive strengths merged
| cell type | number | area [um2] |
|---|---|---|
| buf | 47 | 317 |
| clkbuf | 2 | 7.51 |
| conb | 1 | 3.75 |
| dfrtn | 93 | 2330 |
| edfxtp | 31 | 931 |
| mux2 | 155 | 1750 |
| nand3 | 1 | 5.00 |
| nand4 | 1 | 6.26 |
| nand4b | 2 | 17.5 |
| nor2 | 1 | 3.75 |
| nor4 | 1 | 21.3 |
| o211a | 1 | 10.0 |
## worst max-delay path: stages
cell and delay [ns]:
buf_6 0.10, nor4_4 0.28, buf_4 0.16, buf_6 0.09, nand4_1 0.14, buf_6 0.19, buf_16 0.15, mux2_4 0.29
## report_power, final
| group | total, mW | internal [mW] | switching, mW |
|---|---|---|---|
| clock | 2.45 | 1.57 | 0.883 |
| sequential | 2.48 | 2.42 | 0.0609 |
| combinational | 0.407 | 0.260 | 0.147 |
## per-layer routing
metal | up-vias | routed length (um)
met5 | - | 0
li1 | 1418 | -
met1 | 1567 | 5350
met2 | 74 | 5990
met4 | 0 | 99
met3 | 11 | 523
## cells by family after synthesis
| logic type | share of synthesized area [%] |
|---|---|
| mux | 32.4 |
| flops | 60.4 |
| buf+inv | 6.01 |
| simple gates | 0.997 |
| compound gates | 0.186 |
| other cells | 0.0695 |
## layout by cell type (no fill, tap or decap)
cell type        count
mux2_2             152
dfrtn_1             93
clkdlybuf4s50_1     93
edfxtp_1            31
clkbuf_16           17
buf_4               12
buf_16               9
buf_6                9
buf_12               8
clkbuf_1             4
clkinv_2             4
mux2_4               3
dlygate4sd2_1        3
nand4b_1             2
conb_1               2
clkinvlp_4           2
bufinv_16            2
clkinv_1             2
buf_2                2
nor4_4               1
nor2_2               1
nand3_2              1
o211a_1              1
nand4_1              1
clkdlybuf4s15_1      1
## state kept, by name, indices dropped and copies added (netlist names)
signal / flops
Q: 31
R1.Q: 31
R2.Q: 31
R3.Q: 31
## layout make-up
| class | count | area, um2 |
|---|---|---|
| Timing Repair Buffer | 137 | 1580 |
| Clock buffer | 21 | 440 |
| Fill cell | 1527 | 9920 |
| Tap cell | 225 | 282 |
| Sequential cell | 124 | 3260 |
| Multi-Input combinational cell | 164 | 1840 |
| Clock inverter | 10 | 103 |
## worst max-delay path by stage
stage / slack, ns / startpoint / endpoint / cells past startpoint
finish: -0.49 / address[6] / R3.Q[26] / 8
global route: -0.54 / address[6] / R3.Q[26] / 8
CTS: -0.43 / address[2] / R3.Q[26] / 8
## what timing repair did
item                       CTS  global route
hold endpoints to repair     0             0
cloned                       9             0
gates resized               39             0
setup endpoints to repair   93            93
pin swaps                    5             1
setup buffers               13             2
Power and IR drop assume default switching activity.
