==> flow/config.mk <==
export PLATFORM = sky130hd
export DESIGN_NAME = inputDelay
export DESIGN_NICKNAME = inputDelay
export VERILOG_FILES = /design/flow/design.v
export SDC_FILE = /design/flow/constraint.sdc
export NUM_CORES = 4
export LEC_CHECK = 1
export CORE_UTILIZATION = 30
==> flow/constraint.sdc <==
current_design inputDelay

set clk_period 3.0
set clk_io_pct 0.2

create_clock -name clk0 -period $clk_period [get_ports {clk}]

set non_clock_inputs [all_inputs -no_clocks]
set_input_delay [expr $clk_period * $clk_io_pct] -clock clk0 $non_clock_inputs
set_output_delay [expr $clk_period * $clk_io_pct] -clock clk0 [all_outputs]
==> flow/design.v <==
module inputDelay (
      input clk,
		input rst_n,
		input [19:0] delaytime,
		input signal_in,
		output reg signal_out
);
reg [19:0] setCounter;
reg [19:0] resetCounter;
always @(posedge clk, negedge rst_n) begin
   if (!rst_n) begin
      setCounter <= 20'd0;
	end else if (signal_in & setCounter!=delaytime) begin
      setCounter <= setCounter + 1'b1;
   end else if (!signal_in) begin
      setCounter <= 20'd0;
   end else begin
      setCounter <= setCounter;
   end
end
always @(posedge clk, negedge rst_n) begin
   if (!rst_n) begin
      resetCounter <= 20'd0;
	end else if (!signal_in & resetCounter!=delaytime) begin
      resetCounter <= resetCounter + 1'b1;
   end else if (signal_in) begin
      resetCounter <= 20'd0;
   end else begin
      resetCounter <= resetCounter;
   end
end
always @(posedge clk, negedge rst_n) begin
   if (!rst_n) begin
      signal_out <= 1'b0;
	end else if (!signal_in & resetCounter==delaytime) begin
      signal_out <= 1'b0;
	end else if (signal_in & setCounter==delaytime) begin
      signal_out <= 1'b1;
   end else begin
      signal_out <= signal_out;
   end
end
endmodule
==> flow/run.sh <==
#!/bin/bash
# OpenROAD 26Q1-2900-gdf79404cd8, Yosys 0.63+post, stock flow scripts
make -C /OpenROAD-flow-scripts/flow DESIGN_CONFIG=/design/flow/config.mk WORK_HOME=/design/flow/orfs finish
==> flow_summary.json <==
{
  "pre_cts_ws_ns": 0.308,
  "post_synth_ao_oa_area_fraction_pct": 13.5,
  "port_buffers": 23,
  "antenna_found_initial": 0,
  "power.net_switching_mw": 0.272,
  "grt_start_max_net_pins": 31,
  "worst_setup_path_end_kind": "register",
  "cts.htree.levels": 2,
  "cts_root_buffer": "sky130_fd_sc_hd__clkbuf_8",
  "crit_path_max_fanout": 12,
  "intPower_mw": 0.775,
  "sw_frac_of_total_pct": 25.9,
  "floorplan_stage_core_utilization_pct": 31.1,
  "worst_hold_path_type": "in -> async",
  "num_antenna_cells": 0,
  "clock_skew_ns": 0.0117,
  "floorplan.rows": 34,
  "clk_pin_slew_ns": 0.09,
  "synthArstFlopShare_pct": 100,
  "worstSkewPairLatency_ns": 0.30,
  "worst_r2r_endpoint": "resetCounter[15]",
  "worst_slew_margin_rel_pct": 39.9,
  "drv.max_cap_violation_count": 0,
  "timing.reg2reg.setup_slack_ns": 0.77,
  "max_stage_delay_ns": 0.47,
  "portion_of_total_power_attributed_to_combinational_logic_pct": 11.2,
  "cts_resizes": 0,
  "timing.setup.tns_ns": 0,
  "final.period_utilization_pct": 80.1,
  "post_route_cells_drive_above_1_share_pct": 9.48,
  "ys_sh_xor_pct": 15.8,
  "cts-hold-fix-buffers": 0,
  "startpoint_of_the_worst_slack_reg_to_reg_timing_path": "resetCounter[2]",
  "synth-warning-count": 1,
  "enable_flop_cells": 0,
  "post_dp_cell_area_mm2": 0.00306,
  "cts_sinks": 41,
  "crit_path_start": "delaytime[1]",
  "mappedNetlistArea_mm2": 0.00272,
  "achievable-frequency_mhz": 416,
  "cts_tree": "yes",
  "power_frac_clock_pct": 34.4,
  "detail_route.drc_violations": 0,
  "crit_slowest_cell": "sky130_fd_sc_hd__clkdlybuf4s50_1",
  "worst-path-buf-inv": 2,
  "distinct_lib_cells": 46,
  "worst_slack_ns": 0.598,
  "final.hold.worst_slack_ns": 0.245,
  "total_power_mw": 1.05,
  "timing.setup.critical_path_class": "in -> reg",
  "wl_per_cell_um": 15.8,
  "adder_share_pct": 0.919,
  "gp_congestion": 0.859,
  "die_y_um": 97.3,
  "ys.flop_type": "sky130_fd_sc_hd__dfrtp_1",
  "firstDrtPassIters": 4,
  "final_hold_viol_count": 0,
  "via_count": 2192,
  "r2r.worst_path.cells": 4,
  "run_status": "finished clean",
  "max-vdd-ir-drop_mv": 0.146,
  "critPathArrivalTime_ns": 2.59,
  "layout.cell_area.non_filler_mm2": 0.00314,
  "mux_area_share_pct": 3.49,
  "grt.overflow.total": 0,
  "io-pin-count": 24,
  "core_area_mm2": 0.00876,
  "yosys.stat.chipArea_mm2": 0.00272,
  "finalSetupViolations": 0,
  "ys_ff": 41,
  "worst_ep_required_time_ns": 3.19,
  "final_period_minus_worst_setup_slack_ns": 2.40,
  "ys_top_logic_family": "simple AND/OR/NAND/NOR gates",
  "seq_area_frac_synth_pct": 37.7,
  "critPathLaunchType": "input port",
  "share_seq_of_total_power_pct": 54.4,
  "post_cts_buffers": 0,
  "first_global_vias": 2095,
  "critical-path-top-delay-family": "simple AND/OR/NAND/NOR gates",
  "cp_cell_sequence": "clkdlybuf4s50_1 -> xor2_1 -> nor4_1 -> nand3_2 -> nor2_4 -> buf_4 -> o311ai_0 -> o41ai_1",
  "synthesis.area_per_instance_um2": 9.62,
  "total_routing_usage_gr_pct": 14.8,
  "worst_max_slew_pin_slew_ns": 0.899,
  "route.antenna.remaining_nets": 0,
  "synth_cells": 283,
  "chip_area_mm2": 0.00946,
  "grt_setup_unrepaired": "false",
  "area_growth_syn_to_layout_pct": 15.3,
  "synth_stat.cells": 283,
  "ys_sh_simple_pct": 25.4,
  "power-per-cell-area_mw_per_mm2": 333,
  "clock_path_buffers": 2,
  "totalWireLength_um": 6550,
  "drtIter0Drc": 107,
  "drv_slew": 0,
  "static-leakage-power_nw": 1.24,
  "cts_made_buffers": 5,
  "chip_width_um": 97.3,
  "warning_count": 25,
  "total_half_perimeter_wirelength_after_legalization_and_detailed_placement_um": 4860,
  "detail_route.vias_per_cell": 5.29,
  "global_route_wire_length_before_repair_um": 11100
}
per-stage QoR:
step | cells | util [%]
CTS | 414 | 35.9
global placement | 406 | 34.9
finish | 414 | 35.9
global route | 414 | 35.9
detailed placement | 406 | 34.9
floorplan | 283 | -
state kept, by name (all words and copies together) (netlist names):
signal,count
setCounter,20
signal_out,1
resetCounter,20
power by group through the flow:
stage                 Clock (mW)  Sequential, mW  Combinational (mW)
after CTS                  0.367           0.569               0.119
after global routing       0.393           0.571               0.131
final                      0.360           0.570               0.117
synthesized netlist by cell type, types with 2 or more instances:
cell                        instances  area (um2)
sky130_fd_sc_hd__o21ai_0            8        40.0
sky130_fd_sc_hd__dfrtp_1           41        1030
sky130_fd_sc_hd__mux2_2             4        45.0
sky130_fd_sc_hd__o211ai_1           3        22.5
sky130_fd_sc_hd__nor2b_1            6        37.5
sky130_fd_sc_hd__and4_1             2        17.5
sky130_fd_sc_hd__o2111ai_1          3        26.3
sky130_fd_sc_hd__or4_1             12        90.1
sky130_fd_sc_hd__buf_6              2        22.5
sky130_fd_sc_hd__a21oi_1           10        50.1
sky130_fd_sc_hd__nand2b_1           7        43.8
sky130_fd_sc_hd__nor3_1             2        10.0
sky130_fd_sc_hd__o21ba_2            2        20.0
sky130_fd_sc_hd__and2_1             6        37.5
sky130_fd_sc_hd__nor4b_1            3        26.3
sky130_fd_sc_hd__ha_1               2        25.0
sky130_fd_sc_hd__clkbuf_2           2        10.0
sky130_fd_sc_hd__xnor2_1            7        61.3
sky130_fd_sc_hd__nor2_1            11        41.3
sky130_fd_sc_hd__nand3_1           11        55.1
sky130_fd_sc_hd__clkbuf_1           6        22.5
sky130_fd_sc_hd__a21boi_1           3        22.5
sky130_fd_sc_hd__buf_4              4        30.0
sky130_fd_sc_hd__o31ai_1           14         105
sky130_fd_sc_hd__nand4_1            5        31.3
sky130_fd_sc_hd__nand2_1           22        82.6
sky130_fd_sc_hd__mux2i_1            5        50.1
sky130_fd_sc_hd__o31a_1             3        26.3
sky130_fd_sc_hd__nor2_2             2        12.5
sky130_fd_sc_hd__o21a_1             5        37.5
sky130_fd_sc_hd__xor2_1            42         368
sky130_fd_sc_hd__nor4_1            13        81.3
sky130_fd_sc_hd__or3_1              2        12.5
worst register-to-register path, stage by stage, from the launching register on:
cell and delay [ns]:
sky130_fd_sc_hd__dfrtp_1 0.48, sky130_fd_sc_hd__nand3_1 0.43, sky130_fd_sc_hd__or4_1 0.67, sky130_fd_sc_hd__or4_1 0.43, sky130_fd_sc_hd__a21oi_1 0.15
layer usage:
layer	share of wire, %	vias up	track usage [%]
met4	0.93	0	1.24
met3	5.9	4	3.66
met1	51	1048	24.3
li1	-	1084	-
met5	0	-	0
met2	42	56	20.7
logic make-up after synthesis:
logic type | count (synthesis)
DFF | 41
and+or+nand+nor | 114
adders and majority gates | 2
xor gates and xnor gates | 49
muxes | 9
AOI/OAI and AO/OA | 53
buffers and inverters | 15
cell type report:
type                            instances  area (um2)
Fill cell                             882        5620
Multi-Input combinational cell        227        1610
Sequential cell                        41        1030
Timing Repair Buffer                   30         290
Tap cell                              108         135
Clock buffer                            6        72.6
Clock inverter                          2        10.0
worst max path at each step:
stage	endpoint	slack [ns]	depth (start not counted)
final	setCounter[14]	0.60	8
after global routing	resetCounter[11]	0.43	8
after CTS	setCounter[14]	0.61	8
cell usage in the layout, fill, tap and decap left out, drive strengths merged:
| cell type | n |
|---|---|
| or4 | 12 |
| ha | 2 |
| nor3b | 1 |
| o21a | 5 |
| and3 | 1 |
| clkdlybuf4s50 | 22 |
| nor2b | 6 |
| clkinv | 2 |
| dfrtp | 41 |
| a21oi | 10 |
| o41ai | 1 |
| nor4bb | 1 |
| mux2 | 4 |
| or3 | 2 |
| nor2 | 14 |
| nor4 | 14 |
| nand3 | 12 |
| mux2i | 5 |
| nor3 | 2 |
| xor2 | 42 |
| o21ai | 8 |
| o21ba | 2 |
| nand4 | 6 |
| and2 | 6 |
| clkbuf | 6 |
| or2 | 1 |
| o31a | 3 |
| o211ai | 3 |
| nand2b | 7 |
| o31ai | 14 |
| a21boi | 3 |
| and4 | 3 |
| o2111ai | 3 |
| o311ai | 1 |
| nor4b | 4 |
| buf | 8 |
| xnor2 | 7 |
| nand2 | 22 |
Power is estimated from default activity; no workload was simulated.
